==> design.v <==
module Data_Bus_Control_8259 (
    input  wire         chip_select_n,                 
    input  wire         read_enable_n,                 
    input  wire         write_enable_n,                
    input  wire         address,                       
    input  wire [7:0]   data_bus_in,                   
    output  reg [7:0] internal_data_bus,                
    output  wire      write_initial_command_word_1,     
    output  wire      write_initial_command_word_2_4,   
    output  wire      write_operation_control_word_1,   
    output  wire      write_operation_control_word_2,   
    output  wire      write_operation_control_word_3,   
    output  wire      read                              
);
    reg prev_write_enable_n;                             
    wire write_flag;                                     
    always @(write_enable_n or chip_select_n) begin
        if (~write_enable_n & ~chip_select_n)
            internal_data_bus <= data_bus_in;             
    end
    assign write_initial_command_word_1   = write_enable_n & ~address & internal_data_bus[4];    
    assign write_initial_command_word_2_4 = write_enable_n & address;                             
    assign write_operation_control_word_1 = write_enable_n & address;                             
    assign write_operation_control_word_2 = write_enable_n & ~address & ~internal_data_bus[4] & ~internal_data_bus[3];    
    assign write_operation_control_word_3 = write_enable_n & ~address & ~internal_data_bus[4] & internal_data_bus[3];     
    assign read = ~read_enable_n  & ~chip_select_n;                                                       
endmodule
==> run.sh <==
#!/bin/bash
# OpenROAD 26Q1-2900-gdf79404cd8, Yosys 0.63+post, stock flow scripts
make -C /OpenROAD-flow-scripts/flow DESIGN_CONFIG=/design/flow/config.mk WORK_HOME=/design/flow/orfs finish
==> config.mk <==
export PLATFORM = sky130hd
export DESIGN_NAME = Data_Bus_Control_8259
export DESIGN_NICKNAME = Data_Bus_Control_8259
export VERILOG_FILES = /design/flow/design.v
export SDC_FILE = /design/flow/constraint.sdc
export NUM_CORES = 4
export LEC_CHECK = 1
export CORE_AREA = 10 10 70 70
export DIE_AREA = 0 0 80 80
==> constraint.sdc <==
current_design Data_Bus_Control_8259

set clk_period 1.0
set clk_io_pct 0.2

create_clock -name clk0 -period $clk_period

set non_clock_inputs [all_inputs -no_clocks]
set_input_delay [expr $clk_period * $clk_io_pct] -clock clk0 $non_clock_inputs
set_output_delay [expr $clk_period * $clk_io_pct] -clock clk0 [all_outputs]
==> flow_summary.toml <==
# flow metrics
[route]
vias_per_cell = 2.53
num_antenna_cells = 0
routedWlPerCell_um = 9.95
wl_um = 866
drc = 0
vias = 220
drt_first_iter_violations = 2
firstDrtPassIters = 2
postRouteAntennaNets = 0

[critical_path]
crit_path_max_fanout = 4
cp-end-kind = "output port"
crit_type = "primary input to output port"
cp.arrival_ps = 740
slowest_delay_ps = 230
cp_slowest_cell = "nor4b_4"
crit_path_start_kind = "primary input"
cp_data_required_time_ps = 800
crit_family = "buffers and inverters"
path_buffers = 2
worstPathCellList = "buf_8 > nor4b_4 > clkdlybuf4s15_1"
cp-startpoint = "address"

[grt]
grt_usage = 0.0237
grt_pass1_wl_um = 1210
grt_max_degree = 9
antenna_found_initial = 0
gr-total-overflow = 0
grt_pass1_vias = 234

[yosys]
edf_count = 0
synthDistinctLibCells = 7
async_flop_share = 0
synthTopCellsByArea = "dlxtp_1 68%, nor4b_2 8.5%, and4bb_2 7.0%, and3b_1 4.9%, buf_4 4.2%"
synth_area_leader_cell = "dlxtp_1"
ys_cells = 15
synthFlopType = "dlxtp_1"
synth_top_area_share = 0.676
synth.avg_cell_area_um2 = 11.8
postSynthCellCount = 15
ys_warn_count = 1
synth.most_common_cell = "dlxtp_1"
ys.flops = 8
synthTopCellsByCount = "8 x dlxtp_1, 2 x nor2_1"
syn-cell-area_um2 = 178
ys_area_um2 = 178

[floorplanning]
die_y_um = 80
fp-row-count = 21
core_area_um2 = 3420
die_area_um2 = 6400
pin_count = 26
die_x_um = 80
fp_util = 0.0520

[final_timing]
tightest_slew_ps = 419
setup_viol = 0
slew_headroom = 0.719
period_used_share = 0.939
rsz0062_at_grt = "no"
setup_slack_ps = 60.9
period_needed_ps = 939
clock.fmax_mhz = 1060
unclocked_regs = 8
untimed_endpoints = 16
tns_ps = 0
hold_violations = 0
maxSlewViolCount = 0

[place]
place_hpwl_um = 804
gp_congestion = 0.747
port_buffers = 26
pre_cts_ws_ps = -647

[power_and_ir_drop]
p_leak_nw = 0.217
p_per_area_nw_per_um2 = 210
vdd_drop_max_mv = 0.0836

[finish]
top_register = "internal_data_bus"
syn_to_final_growth_pct = 182
num-fill-cells = 388
largest_register_ffs = 8
comb_area_um2 = 61.3
drive_gt1_frac = 0.171
reg_top3 = "internal_data_bus x8"
regArea_um2 = 120

[clocking]
cts_hold_buf = 0
postCtsSetupBuffers = 0

[worst_hold_path]
hold_class = "primary input to output port"
worst_hold_startpoint = "address"

[outcome]
outcome = "finished clean"

[job]
max_cap_viol_count = 0
warning_count = 32
-- placed cells by master (no fill, tap or decap), drive strengths merged --
master	instances
nor4b	1
dlygate4sd2	5
and3b	1
and4bb	1
nor2	2
buf	4
clkdlybuf4s50	16
clkdlybuf4s15	2
dlxtp	8
and2	1
-- tightest hold or removal path: cells and delay by family --
family                 cells  cell delay, ps
buffers and inverters      2             240
AND/OR/NAND/NOR            1              40
-- where the power goes --
part	leakage (nW)	internal (mW)	total (mW)	switching [mW]
registers	0.0635	0.0186	0.0207	0.00207
clock network	0	0	0	0
logic	0.153	0.0650	0.0849	0.0200
-- per-layer routing --
metal / routed length, µm / part of all wire / track usage / vias to the layer above
li1: - / - / - / 101
met3: 176 / 0.20 / 0.0136 / 0
met1: 334 / 0.39 / 0.0260 / 99
met4: 0 / 0 / 0 / 0
met2: 356 / 0.41 / 0.0409 / 20
met5: 0 / 0 / 0 / -
-- final cells by class --
type | instances | share of cell area
Tap cell | 46 | 0.115
Multi-Input combinational cell | 6 | 0.122
Timing Repair Buffer | 27 | 0.524
Sequential cell | 8 | 0.239
-- path summary, 6_finish.rpt --
path | end | slack [ps] | cells past startpoint
worst max-delay path | write_operation_control_word_2 | 60 | 3
worst min-delay path | write_operation_control_word_2 | 680 | 3
-- through the flow --
stage               cell area (µm²)  power, mW  hold slack, ps  utilization  std cells
floorplan                       178     0.0298             410            -         15
global placement                495      0.108            1300        0.145         87
detailed placement              495      0.109            1320        0.145         87
CTS                             500      0.107             745        0.147         87
global route                    502      0.114             695        0.147         87
finish                          502      0.106             680        0.147         87
-- cells by family after synthesis --
kind of cell	share of synthesized area
buffers and inverters	0.0423
latches	0.676
and+or+nand+nor	0.282
-- what timing repair did --
action / in CTS / in global routing
pin swaps: 3 / 0
setup endpoints to repair: 6 / 1
gates resized: 26 / 1
Power is estimated from default activity; no workload was simulated.
