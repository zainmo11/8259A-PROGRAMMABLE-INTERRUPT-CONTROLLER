## flow/run.sh

```bash
#!/bin/bash
# OpenROAD 26Q1-2900-gdf79404cd8, Yosys 0.63+post, stock flow scripts
make -C /OpenROAD-flow-scripts/flow DESIGN_CONFIG=/design/flow/config.mk WORK_HOME=/design/flow/orfs finish
```

## flow/config.mk

```make
export PLATFORM = sky130hd
export DESIGN_NAME = DataBusBuffer
export DESIGN_NICKNAME = DataBusBuffer
export VERILOG_FILES = /design/flow/design.v
export SDC_FILE = /design/flow/constraint.sdc
export NUM_CORES = 4
export LEC_CHECK = 1
export CORE_AREA = 10 10 70 70
export DIE_AREA = 0 0 80 80
```

## flow/constraint.sdc

```tcl
current_design DataBusBuffer

set clk_period 1.8
set clk_io_pct 0.2

create_clock -name clk0 -period $clk_period

set non_clock_inputs [all_inputs -no_clocks]
set_input_delay [expr $clk_period * $clk_io_pct] -clock clk0 $non_clock_inputs
set_output_delay [expr $clk_period * $clk_io_pct] -clock clk0 [all_outputs]
```

## flow/design.v

```verilog
module DataBusBuffer(
    input out_control_logic_data,  
    input read,  
    input address,  
    input enable_read_register,  
    input read_register_isr_or_irr,  
    input [7:0] control_logic_data,  
    input [7:0] interrupt_mask,  
    input [7:0] interrupt_request_register,  
    input [7:0] in_service_register,  
    output reg [7:0] data_bus_out  
);
    always @* begin
        if (out_control_logic_data == 1'b1) begin
            data_bus_out = control_logic_data;  
        end
        else if (read == 1'b0) begin
            data_bus_out = 8'bz;  
        end
        else if (address == 1'b1) begin
            data_bus_out = interrupt_mask;  
        end
        else if ((enable_read_register == 1'b1) && (read_register_isr_or_irr == 1'b0)) begin
            data_bus_out = interrupt_request_register;  
        end
        else if ((enable_read_register == 1'b1) && (read_register_isr_or_irr == 1'b1)) begin
            data_bus_out = in_service_register;  
        end
        else begin
            data_bus_out = 8'bz;  
        end
    end
endmodule
```

==> flow_metrics.env <==
# flow metrics
export IMPL_wl_per_cell_um=13.6
export IMPL_ys_top_cells_by_count="mux2i_1 (8), a21oi_1 (7), o22ai_1 (7)"
export IMPL_routed_wl_um=1750
export IMPL_netlist_top_cells_area="mux2i_1 (34%), o22ai_1 (18%), a21oi_1 (15%)"
export IMPL_post_place_ws_ps=-488
export IMPL_end_kind="output pin"
export IMPL_grt_pass1_wl_um=2570
export IMPL_internal_power_mw=0.123
export IMPL_regArea_um2=0
export IMPL_die_w_um=80
export IMPL_cp_start_kind="input port"
export IMPL_cp_required_ps=1440
export IMPL_path_class="in -> out"
export IMPL_insertedDiodeCount=0
export IMPL_crit_slowest_cell="dlygate4sd2_1"
export IMPL_drt_antenna_violating_nets=0
export IMPL_pwr_share_clk_pct=0
export IMPL_syn_to_final_growth_pct=235
export IMPL_gp_congestion=0.840
export IMPL_hold_violations=0
export IMPL_power_density_nw_per_um2=218
export IMPL_whs_path_depth=4
export IMPL_grt_antenna_before_repair=0
export IMPL_via_per_inst=3.62
export IMPL_worstPathArrival_ps=1390
export IMPL_ir_worst_vdd_mv=0.0426
export IMPL_grt_pass1_vias=472
export IMPL_hold_end="data_bus_out[6]"
export IMPL_fp_util_pct=6.96
export IMPL_seq_cells=0
export IMPL_outcome="finished clean"
export IMPL_portBuffers=44
export IMPL_drive_gt1_share_pct=26.5
export IMPL_leakagePower_nw=0.340
export IMPL_grt_max_degree=8
export IMPL_dieArea_um2=6400
export IMPL_nClkBuffers=0
export IMPL_crit_chain="dlygate4sd2_1, nand2b_4, buf_6, mux2i_2, a221oi_2, buf_2"
export IMPL_seq_area_frac_synth_pct=0
export IMPL_switching_share_pct=29.2
export IMPL_overflow=0
export IMPL_synth_avg_cell_area_um2=7.67
export IMPL_top_area_share_pct=33.7
export IMPL_utilization_pct=23.3
export IMPL_fin_crit_sh_pct=97.1
export IMPL_drc=0
export IMPL_yosysUniqueCellTypes=11
export IMPL_warnings=33
export IMPL_worstMarginPinSlew_ps=239
export IMPL_drtIter0Drc=15
export IMPL_fin_crit_ps=1750
export IMPL_cp_max_fo=7
export IMPL_syn_inst=31
export IMPL_ys_cells=31
export IMPL_most_common_cell="mux2i_1"
export IMPL_holdWs_ps=1260
export IMPL_rsz0062_at_grt="false"
export IMPL_die_h_um=80
export IMPL_netlist_area_um2=238
export IMPL_timing_final_ws_setup_ps=52.8
export IMPL_coreArea_um2=3420
export IMPL_hpwl_um=1440
export IMPL_pwr_share_comb_pct=100.0
export IMPL_slew_headroom_pct=84.0
export IMPL_setup_violations=0
export IMPL_grt_usage_pct=4.95
export IMPL_yosys_warnings=3
export IMPL_nFillCells=370
export IMPL_vias=467
export IMPL_io_pins=45
export IMPL_power_frac_seq_pct=0
export IMPL_finalMaxSlewViolations=0
export IMPL_p_sw_mw=0.0508
export IMPL_worst_path_largest_cell_delay_ps=230
export IMPL_logic_area_um2=224
export IMPL_firstDrtPassIters=4
export IMPL_largest_area_cell="mux2i_1"
export IMPL_rows=21
export IMPL_ys_chip_area_um2=238
export IMPL_maxCapViolCount=0
export IMPL_hp_class="in -> out"
export IMPL_hp_start="out_control_logic_data"
export IMPL_max_freq_mhz=572
cell families (layout without fill, tap and decap cells):
logic type | count (synthesis) | in the layout | synth area share (%)
AOI/OAI and AO/OA | 15 | 15 | 39.5
muxes | 8 | 8 | 33.7
and+or+nand+nor | 4 | 4 | 13.2
buffers and inverters | 4 | 56 | 13.7
worst max-delay path, delay by kind of cell:
| family | cells | cell delay (ps) |
|---|---|---|
| AND/OR/NAND/NOR | 1 | 190 |
| multiplexers | 1 | 140 |
| buffers and inverters | 3 | 500 |
| AND-OR/OR-AND | 1 | 200 |
area by class of cell:
cell class,count,area share [%]
repair buffers,54,63.7
well taps,46,7.23
multi-input cells,27,28.1
inverters,2,0.943
worst max path at each step:
stage / cells past startpoint / end / slack [ps] / from
after CTS: 6 / data_bus_out[6] / 30 / read_register_isr_or_irr
after global routing: 6 / data_bus_out[0] / 4 / read_register_isr_or_irr
final: 6 / data_bus_out[6] / 50 / read_register_isr_or_irr
layout by cell type (no fill, tap or decap):
| cell type | n |
|---|---|
| clkdlybuf4s50_1 | 32 |
| o22ai_1 | 7 |
| a21oi_1 | 7 |
| buf_6 | 7 |
| buf_2 | 6 |
| mux2i_1 | 5 |
| dlygate4sd2_1 | 4 |
| mux2i_2 | 3 |
| buf_4 | 3 |
| inv_1 | 2 |
| nand2b_4 | 2 |
| clkdlybuf4s15_1 | 2 |
| nor2_1 | 1 |
| nor3b_1 | 1 |
| a221oi_2 | 1 |
power groups by stage:
stage	clock network, mW	logic [mW]	registers (mW)
5_1_grt	0	0.187	0
6_report	0	0.174	0
4_1_cts	0	0.174	0
what timing repair did:
action	CTS	global route
hold buffers	0	0
pin swaps	8	1
setup endpoints to repair	8	1
setup buffers	7	0
resized	38	0
layer usage:
| metal | GRT usage (%) | vias to the layer above | routed length (um) |
|---|---|---|---|
| met5 | 0 | - | 0 |
| met4 | 0 | 0 | 0 |
| met2 | 7.46 | 35 | 670 |
| li1 | - | 226 | - |
| met1 | 6.94 | 206 | 800 |
| met3 | 1.82 | 0 | 283 |
stage by stage:
stage | power [mW] | TNS (ps) | instance area (um2) | instances
final | 0.174 | 0 | 796 | 129
after global routing | 0.187 | 0 | 796 | 129
after CTS | 0.174 | 0 | 796 | 129
after floorplan | 0.0444 | 0 | 238 | 31
after detailed placement | 0.167 | -3630 | 733 | 122
after global placement | 0.166 | -3450 | 733 | 122
No activity file was given, so power comes from the tool's default toggle rates.
